[/design/flow/config.mk]
export PLATFORM = sky130hd
export DESIGN_NAME = Mux
export DESIGN_NICKNAME = Mux
export VERILOG_FILES = /design/flow/design.v
export SDC_FILE = /design/flow/constraint.sdc
export NUM_CORES = 4
export LEC_CHECK = 1
export CORE_AREA = 10 10 70 70
export DIE_AREA = 0 0 80 80
[/design/flow/constraint.sdc]
current_design Mux

set clk_period 1.0
set clk_io_pct 0.2

create_clock -name clk0 -period $clk_period

set non_clock_inputs [all_inputs -no_clocks]
set_input_delay [expr $clk_period * $clk_io_pct] -clock clk0 $non_clock_inputs
set_output_delay [expr $clk_period * $clk_io_pct] -clock clk0 [all_outputs]
[/design/flow/design.v]
`timescale 1ns / 1ps
module Mux #(parameter WIDTH=3)(
input      [15:0]in_PORT1_addr,
input      in_PORT1_clk,
input      [WIDTH-1:0]in_PORT1_din,
output     [WIDTH-1:0]in_PORT1_dout,
input      in_PORT1_wea,
input      [15:0]in_PORT2_addr,
input      in_PORT2_clk,
input      [WIDTH-1:0]in_PORT2_din,
output     [WIDTH-1:0]in_PORT2_dout,
input      in_PORT2_wea,
output     [15:0]out_addr,
output     out_clk,
input      [WIDTH-1:0]out_din,
output     [WIDTH-1:0]out_dout,
output     out_wea,
input      select_line
);
assign out_addr = select_line ? in_PORT2_addr : in_PORT1_addr;
assign out_clk  = select_line ? in_PORT2_clk  : in_PORT1_clk;
assign out_wea  = select_line ? in_PORT2_wea  : in_PORT1_wea;
assign out_dout = select_line ? in_PORT2_din  : in_PORT1_din;
assign in_PORT1_dout  = out_din;
assign in_PORT2_dout  = out_din;
endmodule
[/design/flow/run.sh]
#!/bin/bash
# OpenROAD 26Q1-2900-gdf79404cd8, Yosys 0.63+post, stock flow scripts
make -C /OpenROAD-flow-scripts/flow DESIGN_CONFIG=/design/flow/config.mk WORK_HOME=/design/flow/orfs finish
==> results.toml <==
# implementation run metrics
[global_route]
grt_max_degree = 6
grt_pass1_vias = 511
antenna_found_initial = 0
grt_overflow = 0
grt_pass1_wl_mm = 2.57
grt_usage = 0.0483

[place]
hpwl_mm = 1.60
place_congestion = 0.776
dp_cells = 133
place_ws_ns = -0.908
io_buffer_count = 64

[routing]
ant_nets = 0
wirelength_mm = 1.77
avgRoutedWirePerCell_um = 13.1
route.vias.total = 450
n_antenna_cell = 0
drc = 0
drt_iter0_markers = 0
drt_pass1_iterations = 1
route.detailed.vias_per_inst = 3.33

[run]
tool_warnings = 34
drv_cap = 0

[setup_path]
critPathTopFamily = "buffers and inverters"
crit_cells = 4
cp_slowest_stage_delay_ns = 0.30
crit_path_start = "select_line"
arrival_ns = 0.85
required_ns = 0.80
critPathSlowestCell = "mux2_4"
endpoint_kind = "output pin"
critPathBufInv = 3
worstSetupEndpoint = "out_addr[14]"
start_kind = "input pin"
crit_type = "in -> out"
crit_chain = "buf_12 > buf_8 > mux2_4 > buf_6"
critPathMaxFanout = 5

[synth]
top_area_frac = 0.792
synth_cells = 29
yosys_cells = 29
netlist_top_cells_count = "mux2_4, buf_4, buf_6, mux2_2"
avgSynthCellArea_um2 = 13.1
yosys_warnings = 0
netlist_area_um2 = 379
most_common_cell = "mux2_4"
top_area_cell = "mux2_4"
synthTopCellsByArea = "mux2_4, buf_4, buf_6, mux2_2"
synth_seq_share = 0
synthDistinctLibCells = 4
yosys_area_um2 = 379

[timing]
relSlewSlack = 0.953
fin_crit_sh = 1.05
timing.hold.ws_ns = 0.400
finalSetupViolCount = 20
drv_slew = 0
hold_viol = 0
tightestPinTransition_ns = 0.0700
timing.fmax_mhz = 952
worst_slack_ns = -0.0499
period_minus_slack_ns = 1.05
grt_setup_unrepaired = "true"

[final_layout]
clkbuf_count = 0
layout.area.seq_um2 = 0
post-route-util = 0.293
drive_above_1_share = 0.528
ff_count = 0
fillers = 388
area_growth_pct = 164
finalNonFillerCells = 135
logic_area_um2 = 315

[floorplanning]
die_area_um2 = 6400
die_w_um = 80
core_um2 = 3420
boundaryPins = 73
dieHeight_um = 80
fp-utilization = 0.111
fp-row-count = 21

[pwr]
ir_drop_v = 0.000139
p_int_uw = 292
combPwrFrac = 1.000
p_leak_uw = 0.000538
powerDensity_nw_per_um2 = 375
p_sw_frac = 0.221
p_clk_frac = 0
power_uw = 374
pwr-share-seq = 0
p_sw_uw = 82.7

[min_path]
hp-class = "in -> out"
hp-start = "out_din[1]"

[cts]
cts_setup_buffers = 0

[status]
status = "complete, but fails checks"
violations = "setup timing"
layout by cell type (no fill, tap or decap):
cell type,instances
buf_8,3
dlygate4sd2_1,40
clkdlybuf4s15_1,2
buf_6,13
mux2_4,21
buf_12,1
buf_2,9
metrics by stage:
stage	cell area [µm²]	TNS, ns
floorplan	379	0
global placement	1020	-18.37
detailed placement	1020	-18.59
CTS	988	-1.03
global route	1000	-1.28
finish	1000	-0.880
power groups by stage:
| stage | Sequential [µW] | Clock (µW) | Combinational [µW] |
|---|---|---|---|
| after global routing | 0 | 0 | 404 |
| after CTS | 0 | 0 | 378 |
| final | 0 | 0 | 374 |
per-layer routing:
| metal | vias to the layer above | routed length (µm) | GRT usage |
|---|---|---|---|
| met5 | - | 0 | 0 |
| met4 | 0 | 0 | 0.00176 |
| met3 | 0 | 221 | 0.0250 |
| met2 | 41 | 797 | 0.0827 |
| met1 | 189 | 753 | 0.0547 |
| li1 | 220 | - | - |
how the worst min path moves through the flow:
| stage | end | slack (ns) | cells after the start |
|---|---|---|---|
| final | in_PORT1_dout[1] | 0.40 | 0 |
| after global routing | in_PORT1_dout[0] | 0.40 | 0 |
| after CTS | in_PORT1_dout[1] | 0.40 | 0 |
cell type report:
class | instances | area share
well taps | 46 | 0.0576
multi-input cells | 21 | 0.315
repair buffers | 68 | 0.627
cells by family after synthesis:
| kind of cell | share of synthesized area |
|---|---|
| buffers and inverters | 0.178 |
| multiplexers | 0.822 |
what timing repair did:
action                     in CTS  in global routing
resized                       135                  3
cloned                          2                  0
hold buffers                    0                  0
pin swaps                       0                  0
setup endpoints to repair      21                 21
Power and IR drop assume default switching activity.
